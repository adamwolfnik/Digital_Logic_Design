## /design/flow/design.v

```verilog
module counter (clk,
	        reset,
		one_minute,
		load_new_c,
		new_current_time_ms_hr,
		new_current_time_ms_min,
		new_current_time_ls_hr,
		new_current_time_ls_min,
		current_time_ms_hr,
		current_time_ms_min,
		current_time_ls_hr,
		current_time_ls_min);
input clk,
      reset,
      one_minute,
      load_new_c;
input[3:0] new_current_time_ms_hr,
           new_current_time_ms_min,
           new_current_time_ls_hr,
           new_current_time_ls_min;
output [3:0] current_time_ms_hr,
             current_time_ms_min,
             current_time_ls_hr,
             current_time_ls_min;
reg [3:0] current_time_ms_hr,
          current_time_ms_min,
          current_time_ls_hr,
          current_time_ls_min;
always@( posedge clk or posedge reset)                                         
 begin              
    if(reset)                                                                 
      begin
	current_time_ms_hr  <= 4'd0;                                          
        current_time_ms_min <= 4'd0;                                          
        current_time_ls_hr  <= 4'd0;
        current_time_ls_min <= 4'd0;
       end
     else if(load_new_c)
       begin                                                                
	 current_time_ms_hr  <= new_current_time_ms_hr;                      
	 current_time_ms_min <= new_current_time_ms_min;                     
	 current_time_ls_hr  <= new_current_time_ls_hr;                      
	 current_time_ls_min <= new_current_time_ls_min;                     
       end                                                                   
      else if (one_minute == 1)
       begin
        if(current_time_ms_hr == 4'd2 && current_time_ms_min == 4'd5 &&
           current_time_ls_hr == 4'd3 && current_time_ls_min == 4'd9)
           begin
               current_time_ms_hr  <= 4'd0;
   	       current_time_ms_min <= 4'd0;
	       current_time_ls_hr  <= 4'd0;
 	       current_time_ls_min <= 4'd0;
           end
         else if(current_time_ls_hr == 4'd9 && current_time_ms_min == 4'd5
                   && current_time_ls_min == 4'd9)
            begin
		current_time_ms_hr <= current_time_ms_hr + 1'd1;
                current_time_ls_hr <= 4'd0;
                current_time_ms_min <= 4'd0;
                current_time_ls_min <= 4'd0;
            end
        else if (current_time_ms_min == 4'd5 && current_time_ls_min == 4'd9)
            begin
                current_time_ls_hr <= current_time_ls_hr + 1'd1;
		current_time_ms_min <= 4'd0;
                current_time_ls_min <= 4'd0;
            end
	 else if(current_time_ls_min == 4'd9)
	    begin
		current_time_ms_min <= current_time_ms_min + 1'd1;
		current_time_ls_min <= 4'd0;
            end
         else
            begin
           	current_time_ls_min <= current_time_ls_min + 1'b1;
            end
       end
    end
endmodule
```

## /design/flow/run.sh

```bash
#!/bin/bash
# OpenROAD 26Q1-2900-gdf79404cd8, Yosys 0.63+post, stock flow scripts
make -C /OpenROAD-flow-scripts/flow DESIGN_CONFIG=/design/flow/config.mk WORK_HOME=/design/flow/orfs finish
```

## /design/flow/config.mk

```make
export PLATFORM = sky130hd
export DESIGN_NAME = counter
export DESIGN_NICKNAME = counter
export VERILOG_FILES = /design/flow/design.v
export SDC_FILE = /design/flow/constraint.sdc
export NUM_CORES = 4
export LEC_CHECK = 1
export CORE_AREA = 10 10 108 108
export DIE_AREA = 0 0 118 118
```

## /design/flow/constraint.sdc

```tcl
current_design counter

set clk_period 2.3
set clk_io_pct 0.2

create_clock -name clk0 -period $clk_period [get_ports {clk}]

set non_clock_inputs [all_inputs -no_clocks]
set_input_delay [expr $clk_period * $clk_io_pct] -clock clk0 $non_clock_inputs
set_output_delay [expr $clk_period * $clk_io_pct] -clock clk0 [all_outputs]
```

==> flow_metrics.py <==
# Auto-generated metrics
metrics = {
    "yosys": {
        "netlist_area_sq_um": 1080,
        "ys_seq_share_pct": 37.0,
        "area_leaders": "dfrtp_1 37%, ha_1 9.3%, nand2_1 6.9%",
        "synth_flop_count": 16,
        "synthCells": 125,
        "ff_type": "dfrtp_1",
        "synth.avg_cell_area_sq_um": 8.65,
        "ys_cells": 125,
        "ys_async_sr_fraction_pct": 100,
        "top_area_share_pct": 37.0,
        "synth.distinct_cells": 39,
        "yosysChipArea_sq_um": 1080,
        "synth_warnings": 1,
        "synth_top_cell_by_area": "dfrtp_1",
        "edf_count": 0,
    },
    "clocking": {
        "cts_resized": 0,
        "clockBufferDepth": 2,
        "cts_setup_buffers": 0,
        "cts_tree": "yes",
        "postCtsHoldBufs": 0,
        "cts_root_buf": "clkbuf_8",
        "numClockSinks": 16,
        "htree_levels": 1,
        "path_clk_slew_ns": 0.06,
        "cts_buffers": 3,
        "clock_latency_ns": 0.25,
    },
    "final_layout": {
        "final_util_pct": 17.8,
        "fin_cells": 293,
        "final_area_sq_um": 1650,
        "drive_gt1_share_pct": 9.15,
        "final_common_cell": "clkdlybuf4s50_1",
        "fillers": 1067,
        "area_growth_syn_to_layout_pct": 52.9,
        "final-comb-area_sq_um": 628,
        "mostFrequentLayoutCells": "35 x clkdlybuf4s50_1, 20 x nand2_1, 16 x dfrtp_1",
        "seqCellArea_sq_um": 400,
    },
    "timing": {
        "rsz0062_at_grt": "no",
        "worstMarginPinSlew_ns": 0.657,
        "finalSetupViolCount": 0,
        "drv_slew": 0,
        "hold_slack_ns": 0.578,
        "finalCriticalPeriod_ns": 1.90,
        "relSlewSlack_pct": 56.1,
        "skew_ns": 0.00118,
        "hold_viol_final": 0,
        "setup_tns_ns": 0,
        "fin_crit_sh_pct": 82.6,
        "fmax_ghz": 0.526,
    },
    "worst_setup_path": {
        "cp-end-kind": "register",
        "start_kind": "register",
        "cp_max_fo": 7,
        "crit_type": "reg -> reg",
        "cp.required_ns": 2.49,
        "critical_path_arrival_ns": 2.09,
    },
    "drt": {
        "wl_per_cell_microns": 11.7,
        "drt_first_pass_iters": 4,
        "drt_wl_total_microns": 3440,
        "drcViolationCount": 0,
        "diodes": 0,
        "drt_iter0_markers": 102,
        "ant_nets": 0,
        "avgViaCountPerCell": 3.51,
        "dr_total_vias": 1028,
    },
    "die": {
        "num_rows": 35,
        "dieWidth_microns": 118,
        "dieArea_sq_um": 13900,
        "boundaryPins": 36,
        "initial_utilization_pct": 11.6,
        "die_height_microns": 118,
        "core-area_sq_um": 9280,
    },
    "global_route": {
        "grt_pass1_vias": 1099,
        "grt_max_degree": 17,
        "use_met3_pct": 1.36,
        "use_met2_pct": 8.46,
        "gr-max-usage-layer": "met2",
        "grt_antenna_before_repair": 0,
        "grt_pass1_wl_microns": 5750,
        "grt_remaining_overflow": 0,
        "grt_usage_pct": 5.02,
        "grt.met1_usage_pct": 6.44,
    },
    "min_path": {
        "hp-class": "reg -> reg",
    },
    "place": {
        "place_inst": 290,
        "gp_congestion": 0.824,
        "placed_area_sq_um": 1610,
        "port_buffers": 35,
        "dp_hpwl_microns": 2810,
    },
    "power_and_ir_drop": {
        "irDropWorstVdd_mv": 0.144,
        "power_leakage_uw": 0.000657,
        "power_density_nw_per_um2": 471,
    },
    "run_status": {
        "outcome": "complete, no violations",
    },
    "run": {
        "max-cap-violations": 0,
        "log.warning_count": 29,
    },
}
## worst paths after layout
path                                   startpoint                endpoint  slack [ns]  cells after the start
min reg2reg                 current_time_ms_hr[2]   current_time_ms_hr[2]        0.58                      1
max in group asynchronous                   reset   current_time_ms_hr[1]        1.27                      2
max                        current_time_ls_min[1]   current_time_ls_hr[0]        0.40                      7
min                         current_time_ms_hr[2]   current_time_ms_hr[2]        0.58                      1
min in group asynchronous                   reset  current_time_ms_min[0]        0.61                      2
max reg2reg                current_time_ls_min[1]   current_time_ls_hr[0]        0.40                      7
## routing by layer
layer,vias to the layer above,part of all wire [%]
met5,-,0
li1,527,-
met1,478,45
met3,2,4.7
met4,0,0.47
met2,21,49
## area by class of cell
class	instances	area share (%)
Inverter	9	2.04
Multi-Input combinational cell	96	38.0
Clock buffer	3	2.50
Sequential cell	16	24.2
Timing Repair Buffer	40	23.5
Tap cell	129	9.77
## registers in the layout, indices dropped and copies added (netlist names)
signal and count:
current_time_ls_min 4, current_time_ms_min 4, current_time_ls_hr 4, current_time_ms_hr 4
## stage by stage
step | power [uW] | setup WS, ns
floorplan | 447 | 0.557
global placement | 576 | 0.174
detailed placement | 577 | 0.178
CTS | 797 | 0.388
global route | 844 | 0.129
finish | 779 | 0.399
## power breakdown
part           switching [uW]  internal [uW]
clock network            96.5            116
logic                    79.1            134
registers                43.7            310
total                     219            560
## critical path, cell delays in order, from the launching register on
cell      delay [ns]
dfrtp_1         0.42
inv_1           0.07
ha_1            0.24
nand3b_1        0.15
nor2_1          0.40
nand3_1         0.22
o21ai_0         0.20
o21a_1          0.14
## cells by family after synthesis
kind of cell,share of synthesized area [%]
fa+ha+maj,9.26
flops,37.0
mux,1.97
buf+inv,4.86
simple gates,24.7
compound gates,22.2
## Yosys cell counts, types with 2 or more instances
library cell,count
a21oi_1,10
nor3_1,6
dfrtp_1,16
ha_1,8
nor4_1,2
nand3b_1,3
o21a_1,2
nand3_1,3
nor2_1,3
clkbuf_1,3
nand2_1,20
inv_1,9
o21ai_0,12
a2bb2oi_1,2
or3_1,2
Power is estimated from default activity; no workload was simulated.
