$ cat flow/design.v
module fsm (clock,
            reset,
            one_second,
            time_button,
            alarm_button,
            key,
            reset_count,
            load_new_a,
            show_a,
            show_new_time,              
            load_new_c,              
            shift);
input clock, 
      reset, 
      one_second,
      time_button, 
      alarm_button;
input [3:0] key;
output load_new_a,
       show_a,
       show_new_time,
       load_new_c,
       shift,
       reset_count;
reg [2:0] pre_state,next_state;
wire time_out;
reg [3:0] count1,count2;
parameter SHOW_TIME         = 3'b000;
parameter KEY_ENTRY         = 3'b001;
parameter KEY_STORED        = 3'b010; 
parameter SHOW_ALARM        = 3'b011;
parameter SET_ALARM_TIME    = 3'b100;
parameter SET_CURRENT_TIME  = 3'b101;
parameter KEY_WAITED        = 3'b110;
parameter NOKEY             = 10;
always @ (posedge clock or posedge reset)
begin
  if(reset)
     count1 <= 4'd0;
  else if(!(pre_state == KEY_ENTRY))
     count1 <= 4'd0;
  else if (count1==9)
     count1 <= 4'd0;
  else if(one_second)
     count1 <= count1 + 1'b1;
end
always @ (posedge clock or posedge reset)
begin
  if(reset)
     count2 <= 4'd0;
  else if(!(pre_state == KEY_WAITED))
     count2 <= 4'd0;
  else if (count2==9)
     count2 <= 4'd0;
  else if(one_second)
     count2 <= count2 + 1'b1;
end
assign time_out=((count1==9) || (count2==9)) ? 0 : 1;
always @ (posedge clock or posedge reset) 
begin
  if(reset)
     pre_state <= SHOW_TIME;
  else
     pre_state <= next_state;
end
always @ (pre_state or key or alarm_button or time_button or time_out)
begin
  case(pre_state)
       SHOW_TIME  : begin
                     if (alarm_button)
                       next_state = SHOW_ALARM;
                     else if (key != NOKEY)
                        next_state = KEY_STORED;
		     else
                        next_state = SHOW_TIME; 						  
                    end
       KEY_STORED : next_state = KEY_WAITED;
       KEY_WAITED : begin
                     if (key == NOKEY)  
                       next_state = KEY_ENTRY;
                     else if(time_out == 0)
                       next_state = SHOW_TIME;
                     else
                        next_state = KEY_WAITED;
	           end
       KEY_ENTRY  : begin
                      if (alarm_button)
                       next_state = SET_ALARM_TIME;
                      else if (time_button)
                       next_state = SET_CURRENT_TIME;
                      else if (time_out == 0) 
                       next_state = SHOW_TIME;
                      else if (key != NOKEY)
                       next_state =KEY_STORED;
		      else
                       next_state = KEY_ENTRY;	  
                    end
      SHOW_ALARM  : begin
                      if (!alarm_button)
                       next_state = SHOW_TIME;
		      else
                       next_state = SHOW_ALARM;		  
                    end
   SET_ALARM_TIME : next_state = SHOW_TIME;
   SET_CURRENT_TIME : next_state = SHOW_TIME;
          default : next_state = SHOW_TIME;
  endcase
end
assign show_new_time = (pre_state == KEY_ENTRY||
                        pre_state == KEY_STORED||
                        pre_state == KEY_WAITED) ? 1 : 0;
assign show_a        = (pre_state == SHOW_ALARM) ? 1 : 0;
assign load_new_a    = (pre_state == SET_ALARM_TIME) ? 1 : 0;
assign load_new_c    = (pre_state == SET_CURRENT_TIME) ? 1 : 0;
assign reset_count   = (pre_state == SET_CURRENT_TIME) ? 1 : 0;
assign shift         = (pre_state == KEY_STORED) ? 1 : 0;
endmodule
$ cat flow/run.sh
#!/bin/bash
# OpenROAD 26Q1-2900-gdf79404cd8, Yosys 0.63+post, stock flow scripts
make -C /OpenROAD-flow-scripts/flow DESIGN_CONFIG=/design/flow/config.mk WORK_HOME=/design/flow/orfs finish
$ cat flow/config.mk
export PLATFORM = sky130hd
export DESIGN_NAME = fsm
export DESIGN_NICKNAME = fsm
export VERILOG_FILES = /design/flow/design.v
export SDC_FILE = /design/flow/constraint.sdc
export NUM_CORES = 4
export LEC_CHECK = 1
export CORE_AREA = 10 10 86 86
export DIE_AREA = 0 0 96 96
$ cat flow/constraint.sdc
current_design fsm

set clk_period 1.5
set clk_io_pct 0.2

create_clock -name clk0 -period $clk_period [get_ports {clock}]

set non_clock_inputs [all_inputs -no_clocks]
set_input_delay [expr $clk_period * $clk_io_pct] -clock clk0 $non_clock_inputs
set_output_delay [expr $clk_period * $clk_io_pct] -clock clk0 [all_outputs]
==> run notes <==
This memo summarizes the results of the implementation run.

Worst setup path
The number of buffers and inverters on the critical path is 1. The cell sequence reported for the critical path is clkdlybuf4s50_1. The worst stage delay on the critical path is 470 ps. The required arrival time at the worst endpoint is 1200 ps. STA classifies the critical path endpoint as a primary output. STA lists the maximum fanout along the critical path as 3. The startpoint class of the critical path is a flop. All stages included, the depth of the critical timing path comes to 1.

The data arrival time at the worst-slack endpoint is about 1100 ps. The class of the most critical setup path is flop to primary output. Looking at the critical path, the single cell with the biggest stage delay is sky130_fd_sc_hd__clkdlybuf4s50_1.

Grouping stages by cell kind, the critical path spends the most delay in buffers and inverters. The number of cells on the worst reg-to-reg path is 5.

GRT
The via count of the first global-routing pass was 527. The initial antenna violation count came to 0. The leftover overflow at the end of global routing is 0. The global-route total usage across every layer is between 3 and 4%. Entering global routing, the biggest net connects 16 pins. The first-pass GRT wire length is 2442 um.

Drt
Per the detailed-route log, wirelength across all metal layers totals 1436 um. The detailed router's first-iteration violation count is 12. The routed design shows a via density per instance of ~3.2. The number of antenna-violating nets in the routed design is 0.

The iteration count recorded for the first detailed-route pass is 4. For this run, design rule violations remaining after detail routing come to 0. Per the detail_route report, inserted antenna diodes total 0. The total via count in the routed design is just over 500. After detailed routing, the average wire length per cell comes to between 8 and 9 um.

Placement
In this run, placement finished with an instance count of about 160. Buffers placed on the I/O ports in this run total 14. The global placer's final weighted congestion is ~0.74.

After legalization and detailed placement, the total HPWL measured around 1200 um. The area of placed instances is 0.001015 mm^2. Setup slack on the worst path after placement came out at about 58 ps.

Floorplanning
The floorplan die height is 96 um. The die outline width is approximately 96 um. The floorplan utilization is between 10% and 20%.

The row count is 27. According to the I/O placement log, the pin count is 15. The total die area is between 0.009 and 0.01 mm^2.

The core area is about 0.0055 mm^2.

Power
The total power of the final layout is 0.0009301 W. The worst vdd rail ir drop is between 0.2 and 0.25 mV. The portion of total power attributed to the clock network is 34.3%. The switching share of power is roughly 24%. In the power breakdown, the internal column shows 0.0007063 W. Combinational logic is responsible for 17.4% of the overall power. The leakage power summed over all cells is 0.5127 nW. Power spread over the standard cell area amounts to a little under 900 mW/mm^2. The net switching power in the latest report is ~0.00022 W. The fraction of power consumed by sequential logic is 48.2%.

Final timing
Setup repair after global routing left no endpoint under its margin. The final tally of setup violations is 0. The final critical-path required period is 1379 ps. The maximum frequency from static timing analysis is 725.3 MHz.

The final count of pins violating max slew is 0. The smallest setup slack after layout is between 100 and 150 ps. Endpoints failing hold in the final report were tallied at 0.

The accumulated negative setup slack is 0 ps. The transition time at the pin with the least slew margin is 309.3 ps. In the finished design, the share of the clock period the worst path needs comes to between 90% and 100%.

The worst relative slew slack is between 70% and 80%. The clock tree skew after final layout is between 0.8 and 0.9 ps.

Outcome
The run finished with clean final reports.

Synth
By area the synthesized netlist is led by sky130_fd_sc_hd__dfrtp_1 (46%), sky130_fd_sc_hd__ha_1 (6.6%), sky130_fd_sc_hd__nand3b_4 (5.3%). The area reported by Yosys stat is approximately 760 um^2. The area fraction of the largest cell type after synthesis is around 46%.

Summing every instance area after synthesis gives 762.0 um^2. The number of cell instances after yosys synthesis is about 66. The number of distinct library cell variants in the gate-level netlist after synthesis is 24.

The largest area contributor in the netlist is sky130_fd_sc_hd__dfrtp_1. The share of synthesized area occupied by flip-flops and latches is just under 50%. After synthesis, the mean cell area works out to approximately 12 um^2. The synthesis stat section lists a flop and latch total of 15. The count of yosys warnings during synthesis is 1.

The cell count after synthesis came out at between 60 and 70.

Clock tree
The maximum clock insertion buffer count is 2. The clock sink total is 15. Looking at the clock tree report, the root buffer type is sky130_fd_sc_hd__clkbuf_8.

The maximum level of the CTS H-tree is 1. In this run, CTS created clock tree buffers numbering 3. The TritonCTS clock tree is built. For the worst-skew pair, the clock arrives at the later sink with an insertion delay of 240 ps. The post-CTS hold buffer count recorded in the log is 0. The CTS clock-pin slew for the worst setup and hold paths is approximately 60 ps.

Hold path
Note that the worst hold path type here is input pin to asynchronous set/reset pin.

Final layout
The final non-filler cell total is roughly 160. The top cell type in the final layout, fill and taps aside, is sky130_fd_sc_hd__dfrtp_1. The top cell types in the final layout, fill and taps aside, are sky130_fd_sc_hd__dfrtp_1 (14), sky130_fd_sc_hd__clkdlybuf4s50_1 (13), sky130_fd_sc_hd__nor2_1 (10). The share of layout cells above drive strength 1 is between 20% and 30%.

The finished cells cover ~0.0011 mm^2. The post-synthesis to final-layout area growth is 39.41%.

Flow run
The number of warning messages in the logs is 27. The max-capacitance violation count is 0.
## repair_timing
action	in CTS	in global routing
setup buffers	1	0
resized	2	1
endpoints found under the setup margin	1	1
gates cloned	0	0
## sequential cells by signal (all words and copies together) (netlist names)
| signal | cells |
|---|---|
| pre_state | 7 |
| count1 | 4 |
| count2 | 4 |
## final timing paths
check | slack, ps | to | startpoint
setup / recovery | 120 | show_a | pre_state[6]$_DFF_PP0_
hold / removal | 360 | count1[1]$_DFFE_PP0P_ | reset
setup reg to reg | 270 | pre_state[3]$_DFF_PP0_ | count1[1]$_DFFE_PP0P_
hold reg to reg | 500 | pre_state[3]$_DFF_PP0_ | pre_state[2]$_DFF_PP0_
max in group asynchronous | 900 | pre_state[0]$_DFF_PP1_ | reset
min in group clk0 | 500 | pre_state[3]$_DFF_PP0_ | pre_state[2]$_DFF_PP0_
## routing by layer
| layer | wire, um | vias up | global-route usage, % | part of all wire (%) |
|---|---|---|---|---|
| li1 | - | 266 | - | - |
| met1 | 633 | 232 | 4.112 | 44 |
| met2 | 663 | 8 | 5.101 | 46 |
| met3 | 85 | 2 | 0.7075 | 5.9 |
| met4 | 54 | 0 | 1.474 | 3.8 |
| met5 | 0 | - | 0 | 0 |
## cells by family after synthesis
group / synth area share, %
AOI/OAI and AO/OA: 8.868
buffers and inverters: 4.433
xor gates and xnor gates: 6.896
DFF: 49.43
and+or+nand+nor: 23.81
adders and majority gates: 6.568
## power groups by stage
stage / clock (W) / sequential [W] / combinational [W]
final: 0.000319 / 0.000449 / 0.000162
after global routing: 0.000345 / 0.000453 / 0.000184
after CTS: 0.000332 / 0.000449 / 0.000170
## final cells by class
| cell class | count | area [um^2] |
|---|---|---|
| multi-input cells | 44 | 351.6 |
| clock buffers | 4 | 45.04 |
| inverters | 5 | 18.77 |
| well taps | 72 | 90.09 |
| repair buffers | 20 | 180.2 |
| fillers | 609 | 4478 |
| flip-flops and latches | 15 | 376.6 |
## metrics by stage
stage	hold WS, ps	utilization, %
2_1_floorplan	200.8	-
3_3_place_gp	489.1	18.32
3_5_place_dp	492.5	18.32
4_1_cts	361.2	19.26
5_1_grt	385.4	19.17
6_report	355.6	19.17
## Yosys cell counts
| cell | instances |
|---|---|
| sky130_fd_sc_hd__dfrtp_1 | 14 |
| sky130_fd_sc_hd__nor2_1 | 10 |
| sky130_fd_sc_hd__inv_1 | 5 |
| sky130_fd_sc_hd__nand2_1 | 5 |
| sky130_fd_sc_hd__ha_1 | 4 |
| sky130_fd_sc_hd__xor2_1 | 4 |
| sky130_fd_sc_hd__a211oi_2 | 2 |
| sky130_fd_sc_hd__a21oi_1 | 2 |
| sky130_fd_sc_hd__buf_4 | 2 |
| sky130_fd_sc_hd__nand3b_4 | 2 |
| sky130_fd_sc_hd__nand4_1 | 2 |
| sky130_fd_sc_hd__xnor2_1 | 2 |
| sky130_fd_sc_hd__a211oi_1 | 1 |
| sky130_fd_sc_hd__a21boi_1 | 1 |
| sky130_fd_sc_hd__a31o_1 | 1 |
| sky130_fd_sc_hd__and2_1 | 1 |
| sky130_fd_sc_hd__and2_4 | 1 |
| sky130_fd_sc_hd__and3_1 | 1 |
| sky130_fd_sc_hd__dfstp_2 | 1 |
| sky130_fd_sc_hd__nand3_1 | 1 |
| sky130_fd_sc_hd__nand4bb_4 | 1 |
| sky130_fd_sc_hd__nor3b_2 | 1 |
| sky130_fd_sc_hd__o221ai_1 | 1 |
| sky130_fd_sc_hd__or3_1 | 1 |
No activity file was given, so power comes from the tool's default toggle rates.
